### flow/design.v
module mux2to1_32bit (
	input [31:0] a,
	input [31:0] b,
	input sel,
	output [31:0] out
	);
	assign out = sel ? b : a;
endmodule
module mux4to1_32bit(
	input logic [31:0]a,
	input logic [31:0]b,
	input logic [31:0]c,
	input logic [31:0]d,
	input logic [1:0] sel,
	output logic [31:0]out
	);
	logic [31:0]con1;
	logic [31:0]con2;
	mux2to1_32bit Imp1(
		.a (a),
		.b (b),
		.sel(sel[0]),
		.out(con1)
	);
	mux2to1_32bit Imp2(
		.a (c),
		.b (d),
		.sel(sel[0]),
		.out(con2)
	);
	mux2to1_32bit Imp3(
		.a (con1),
		.b (con2),
		.sel(sel[1]),
		.out(out)
	);
endmodule
module mux8to1_32bit (
	input logic [31:0]a,
	input logic [31:0]b,
	input logic [31:0]c,
	input logic [31:0]d,
	input logic [31:0]e,
	input logic [31:0]f,
	input logic [31:0]g,
	input logic [31:0]h,
	input logic [2:0] sel,
	output logic [31:0] out
	);
	logic [31:0] con1;
	logic [31:0] con2;
	mux4to1_32bit Imp1(
		.a (a),
		.b (b),
		.c (c),
		.d (d),
		.sel (sel[1:0]),
		.out (con1)
		);
	mux4to1_32bit Imp2(
		.a (e),
		.b (f),
		.c (g),
		.d (h),
		.sel (sel[1:0]),
		.out (con2)
		);
	mux2to1_32bit Imp3(
		.a (con1),
		.b (con2),
		.sel (sel[2]),
		.out(out)
	);
endmodule
### flow/run.sh
#!/bin/bash
# OpenROAD 26Q1-2900-gdf79404cd8, Yosys 0.63+post, stock flow scripts
make -C /OpenROAD-flow-scripts/flow DESIGN_CONFIG=/design/flow/config.mk WORK_HOME=/design/flow/orfs finish
### flow/config.mk
export PLATFORM = sky130hd
export DESIGN_NAME = mux8to1_32bit
export DESIGN_NICKNAME = mux8to1_32bit
export VERILOG_FILES = /design/flow/design.v
export SDC_FILE = /design/flow/constraint.sdc
export NUM_CORES = 4
export LEC_CHECK = 1
export CORE_AREA = 10 10 145 145
export DIE_AREA = 0 0 155 155
### flow/constraint.sdc
current_design mux8to1_32bit

set clk_period 1.5
set clk_io_pct 0.2

create_clock -name clk0 -period $clk_period

set non_clock_inputs [all_inputs -no_clocks]
set_input_delay [expr $clk_period * $clk_io_pct] -clock clk0 $non_clock_inputs
set_output_delay [expr $clk_period * $clk_io_pct] -clock clk0 [all_outputs]
==> results.toml <==
# synthesis and place-and-route metrics
[global_route]
gr-total-overflow = 0
grt_max_degree = 35
antenna_found_initial = 0
grt_pass1_vias = 3090
grt_usage = 0.108
grt_pass1_wl_um = 19800

[finish]
lay_top_count = "clkdlybuf4s50_1"
syn2layout_area_growth_pct = 166
fin_cells = 641
fin_util = 0.307
lay_top_cells = "120 x clkdlybuf4s50_1, 102 x dlygate4sd2_1, 64 x mux4_2"
regArea_um2 = 0
finalInstanceArea_um2 = 5510
drive_above_1_share = 0.379
ff_count = 0
clkbuf_count = 0

[yosys]
ys_area_um2 = 2070
syn-cell-area_um2 = 2070
logic_family = "multiplexers"
syn_area_per_cell_um2 = 18.2
ys_sh_simple = 0
synthCells = 114
largest_area_cell = "mux4_1"
synth.distinct_cells = 7
top_area_frac = 0.507
synthAdderAreaFrac = 0
yosysSeqAreaShare = 0
synthMuxAreaShare = 0.941
synthXorXnorAreaFrac = 0
ys_warn_count = 0
topCellsByArea = "mux4_1 51%, mux4_2 26%, mux2_2 17%"
ys_cells = 114
synth.cellmix.compoundShare = 0

[floorplan]
die_w_um = 155
die_area_um2 = 24000
core_um2 = 18000
ios = 291
fp-utilization = 0.115
rows = 49
die_h_um = 155

[placed_design]
placed_area_um2 = 5150
portBuffers = 291
gp_congestion = 0.852
placed_cells = 626
dp_hpwl_um = 11800

[detailed_routing]
n_antenna_cell = 0
postRouteAntennaNets = 0
drc_errors = 0
viasPerCell = 4.03
dr.pass1.iters = 4
drt_iter0_markers = 96
routed_wl_um = 13600
post_drt_wl_per_cell_um = 21.2
vias = 2585

[job]
warnings = 35
maxCapViolations = 0

[timing]
tns_ps = -10870
post-route-period-util = 1.28
rsz0062_at_grt = "yes"
relSlewSlack = 0.854
min_period_ps = 1920
setup_ws_ps = -420
maxSlewViolCount = 0
hold_viol_final = 0
fmax_mhz = 521
tightest_slew_ps = 220
finalSetupViolCount = 32

[power_and_ir_drop]
powerDensity_nw_per_um2 = 279
power.leakage_nw = 2.53
vdd_ir_drop_max_v = 0.000187

[setup_path]
path_max_fanout = 8
worstSetupPathType = "primary input to output port"
crit_buf_inv = 5
critPathArrivalTime_ps = 1620
start_kind = "primary input"
path_cells = "buf_16 -> buf_12 -> buf_16 -> buf_6 -> mux4_2 -> mux2_4 -> buf_6"
cp_top_family = "multiplexers"
cp-end-kind = "output port"
worstPathRequired_ps = 1200
cpPeakStageDelay_ps = 490
slowest_stage = "mux4_2"

[worst_hold_path]
worstHoldPathType = "primary input to output port"

[run_status]
violations = "negative setup slack"
status = "complete, but fails checks"

[clocking]
cts_hold_buf = 0
-- final timing paths --
path	from	end	slack [ps]	depth (start not counted)
worst max-delay path	sel[0]	out[29]	-420	7
worst min-delay path	h[9]	out[9]	1120	4
-- where the power goes --
part | switching [W] | internal (W) | leakage, nW
Combinational | 0.000371 | 0.00117 | 2.53
Clock | 0 | 0 | 0
Sequential | 0 | 0 | 0
Total | 0.000371 | 0.00117 | 2.53
-- cells by family after synthesis --
family,count (synthesis)
mux,96
buf+inv,18
-- cell type report --
class / instances / area, um2
repair buffers: 316 / 3300
fillers: 1829 / 12500
multi-input cells: 96 / 1920
well taps: 229 / 287
-- repair_timing --
item | 4_1_cts | 5_1_grt
setup buffers | 12 | 4
gates cloned | 5 | 0
setup endpoints to repair | 32 | 32
resized | 273 | 50
-- metrics by stage --
step | hold WS (ps) | total power [W] | worst slack [ps]
2_1_floorplan | 896 | 0.000509 | -98.8
3_3_place_gp | 1530 | 0.00147 | -743
3_5_place_dp | 1550 | 0.00148 | -738
4_1_cts | 1200 | 0.00155 | -450
5_1_grt | 1130 | 0.00165 | -457
6_report | 1120 | 0.00154 | -420
-- per-layer routing --
layer | vias up | routed length [um] | GRT usage
li1 | 1149 | - | -
met1 | 1259 | 5390 | 0.133
met2 | 173 | 6910 | 0.187
met3 | 4 | 1260 | 0.0378
met4 | 0 | 42 | 0.00180
met5 | - | 0 | 0
-- synthesized netlist by cell type --
master,instances
mux4_2,24
buf_1,8
mux2_2,32
mux4_1,40
buf_6,7
clkbuf_1,2
buf_2,1
-- tightest hold or removal path: stages --
cell and delay (ps):
dlymetal6s2s_1 80, mux4_2 220, mux2_4 140, buf_6 80
Power is estimated from default activity; no workload was simulated.
