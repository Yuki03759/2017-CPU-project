## /design/flow/design.v

```verilog
module alu_128bitex (op1, op2, mode, out, operation, carry_flag, zero_flag, sign_flag, overflow_flag);
	parameter LENGTH = 128;
    input logic [LENGTH -1:0] op1;
    input logic [LENGTH -1:0] op2;
    input logic [2:0] operation;
    input logic mode;
    output logic [LENGTH -1:0] out;
    output logic carry_flag;
    output logic zero_flag;
    output logic overflow_flag;
    output logic sign_flag;
    logic [LENGTH-1:0] carry_flagspan, zero_flagspan;
    logic carryvalid;
	logic [LENGTH-1:0] a_shift;
	assign a_shift = op1<<1;
    assign zero_flag = & zero_flagspan;  
    assign sign_flag = out[LENGTH - 1];  
    assign overflow_flag = (op1[LENGTH - 1] ~^ op2[LENGTH - 1]) & (out[LENGTH - 1] ^ op1[LENGTH - 1]);  
    assign carryvalid = (~operation[0] & operation[2]) | ((operation[1] & ~operation[2]) & operation[0]);  
	logic [LENGTH-1:0] temp_out;
    logic MintermShift;
	assign MintermShift = mode & operation[2] & (~operation[1]) & operation[0];
	assign out = MintermShift ? a_shift : temp_out;
    genvar i;
    generate
        for(i = 0; i < LENGTH; i = i+1) begin: g
            if (i == 0) begin: adder
                OnebitALU_128 alu(
                    .a(op1[i]),  
                    .b(op2[i]),  
                    .operation(operation),  
                    .mode(mode),  
                    .cin(carryvalid),  
                    .out(temp_out[i]),  
                    .carry_flag(carry_flagspan[i]),  
                    .zero_flag(zero_flagspan[i])  
                );	 
            end else begin: adder
                OnebitALU_128 alu(
                    .a(op1[i]),  
                    .b(op2[i]),  
                    .operation(operation),  
                    .mode(mode),  
                    .cin(carry_flagspan[i-1]),  
                    .out(temp_out[i]),  
                    .carry_flag(carry_flagspan[i]),  
                    .zero_flag(zero_flagspan[i])  
                );
            end
        end
    endgenerate
	mux2to1 CarryOutFlagSelect (
	.a (op1[LENGTH - 1]),
	.b (carry_flagspan[LENGTH - 1]),
	.sel (MintermShift),
	.out (carry_flag)
	);
endmodule
module OnebitALU_128 (a, b, mode, out, cin, operation, carry_flag, zero_flag);
    input logic a;
    input logic b;
    input logic [2:0] operation;
    input logic mode;
    input logic cin;
    output logic out;
    output logic carry_flag;
    output logic zero_flag;
    logic carry_flags;
    assign x1 = a & b;  
    assign x2 = a | b;  
    assign x3 = (a ^ b);  
    assign x4 = (~ a);     
    assign z1 = ~ b;  
    assign z2 = 1'b0;  
    assign z3 = 1'b1;  
    logic  muxoutarithmetic;
    logic  logicout;
    logic faoutput;
    assign zero_flag = ~out;
    mux8to1 Arithmetic (
        .a (b),   
        .b (z1),  
        .c (z2),  
        .d (z1),  
        .e (z2),  
        .f (z3),  
        .g (b),    
        .h (1'b0),  
        .sel (operation),  
        .out (muxoutarithmetic)  
    );
    mux8to1 Logic (
        .a (x1),   
        .b (x2),  
        .c (x3),  
        .d (x4),  
        .e (1'b0),  
        .f (1'b0),  
        .g (1'b0),    
        .h (1'b0),   
        .sel (operation),  
        .out (logicout)  
    );
    fulladder FA (
        .a (a),
        .b (muxoutarithmetic),
        .c_in (cin),
        .sum (faoutput),
        .c_out (carry_flag)
    );
    mux2to1 LogicOrArithmetic (
        .a (faoutput),
        .b (logicout),
        .sel (mode),
        .out (out)
    );
endmodule
module fulladder (a,b,c_in,sum,c_out);
	input a;
	input b;
	input c_in;
	output sum;
	output c_out;
	assign sum = a ^ b ^ c_in;
	assign c_out = (a & b) | (a & c_in) | (b & c_in);
endmodule
module mux2to1 (
	input a,
	input b,
	input sel,
	output out
	);
	assign out = ((~ sel) & a) | (sel & b);
endmodule
module mux4to1(
	input logic a,
	input logic b,
	input logic c,
	input logic d,
	input logic [1:0] sel,
	output logic out
	);
	logic con1;
	logic con2;
	mux2to1 Imp1(
		.a (a),
		.b (b),
		.sel(sel[0]),
		.out(con1)
	);
	mux2to1 Imp2(
		.a (c),
		.b (d),
		.sel(sel[0]),
		.out(con2)
	);
	mux2to1 Imp3(
		.a (con1),
		.b (con2),
		.sel(sel[1]),
		.out(out)
	);
endmodule
module mux8to1 (
	input logic a,
	input logic b,
	input logic c,
	input logic d,
	input logic e,
	input logic f,
	input logic g,
	input logic h,
	input logic [2:0] sel,
	output logic out
	);
	logic con1;
	logic con2;
	mux4to1 Imp1(
		.a (a),
		.b (b),
		.c (c),
		.d (d),
		.sel (sel[1:0]),
		.out (con1)
		);
	mux4to1 Imp2(
		.a (e),
		.b (f),
		.c (g),
		.d (h),
		.sel (sel[1:0]),
		.out (con2)
		);
	mux2to1 Imp3(
		.a (con1),
		.b (con2),
		.sel (sel[2]),
		.out(out)
	);
endmodule
```

## /design/flow/run.sh

```bash
#!/bin/bash
# OpenROAD 26Q1-2900-gdf79404cd8, Yosys 0.63+post, stock flow scripts
make -C /OpenROAD-flow-scripts/flow DESIGN_CONFIG=/design/flow/config.mk WORK_HOME=/design/flow/orfs finish
```

## /design/flow/constraint.sdc

```tcl
current_design alu_128bitex

set clk_period 65.6
set clk_io_pct 0.2

create_clock -name clk0 -period $clk_period

set non_clock_inputs [all_inputs -no_clocks]
set_input_delay [expr $clk_period * $clk_io_pct] -clock clk0 $non_clock_inputs
set_output_delay [expr $clk_period * $clk_io_pct] -clock clk0 [all_outputs]
```

## /design/flow/config.mk

```make
export PLATFORM = sky130hd
export DESIGN_NAME = alu_128bitex
export DESIGN_NICKNAME = alu_128bitex
export VERILOG_FILES = /design/flow/design.v
export SDC_FILE = /design/flow/constraint.sdc
export NUM_CORES = 4
export LEC_CHECK = 1
export CORE_UTILIZATION = 30
```

==> GITHUB_STEP_SUMMARY <==
### Metrics collected by this job

| Metric | Value |
|---|---|
| Status | complete, but fails checks |
| Failing checks | negative setup slack |
| Drt first pass iters | 5 |
| P_sw | about 130 uW |
| Finished Core Util | between 40% and 50% |
| Netlist Area Pre-Place | 19740 um2 |
| Vias in the first global route | between 15000 and 20000 |
| Crit path largest cell delay | about 0.41 ns |
| Hold_ws | between 20 and 30 ns |
| Most common cell on crit path | fa_2 |
| Flop count | 0 |
| WS Path Type | in2out |
| CP max stage cell | fa_1 |
| Chip Area, Yosys | between 15000 and 20000 um2 |
| Worst hold endpoint | out[116] |
| Crit end category | output port |
| Syn Inst Count | 2392 |
| CP max FO | 3 |
| Log Warnings | 297 |
| Distinct lib cells | 54 |
| Total Routed Length | 81750 um |
| Routed WL per cell | ~22 um |
| P_int | 118.6 uW |
| Total die size | 66810 um2 |
| Fp util | between 30 and 40% |
| Final worst slack | -8.073 ns |
| Clock share of power | 0% |
| Final setup viols | 24 |
| Final hold vios | 0 |
| Warnings, synthesis | 7 |
| Seq share, synth | 0% |
| Pin count of the biggest net entering global routing | ~130 |
| Post-DP HPWL | between 60000 and 70000 um |
| Final period util | 112.3% |
| Worst Setup Start Kind | input port |
| First-pass GRT wire length | roughly 120000 um |
| Antenna violations before repair | 19 |
| Layout area overhead | 31.74% |
| Gr ovfl total | 0 |
| Antenna-violating nets left | 0 |
| Number of standard cells reported by yosys | ~2400 |
| DRC viols | 0 |
| HP Class | in2out |
| Pins over their slew limit | 0 |
| Pwr per Cell Area | between 9 and 10 nW/um2 |
| Net Sw Frac | approximately half |
| Clock buf count | 0 |
| Part of the power in registers | 0% |
| Syn Area/Cell | 8.250 um2 |
| Top cells excl fill/tap | ha_1 (510), clkdlybuf4s50_1 (358), inv_1 (347), nand2_1 (327), o21ai_0 (293) |
| Worst slack, placed | -9.000 ns |
| Sequential cell area | 0 um2 |
| Least-Margin Pin Slew | between 0.9 and 1 ns |
| Gr usage total | between 20% and 30% |
| Rel. slew slack | about two fifths |
| Die width | around 260 um |
| Top cell excl fill/tap | ha_1 |
| I/O pins | between 300 and 400 |
| Sum Neg Setup Slack | -105.81 ns |
| Hold path depth | 3 |
| GP Congestion | ~0.94 |
| Min Clock Period, post-route | 73.67 ns |
| Maximum capacitance violations | 0 |
| Part of the power in combinational logic | 100.0% |
| Initial drt markers | 1004 |
| Crit path arrival time | roughly 60 ns |
| Logic area | between 15000 and 20000 um2 |
| Min-delay src | op1[115] |
| Core area | 64700 um2 |
| Via/cell ratio | 5.067 |
| CP required | ~52 ns |
| Max Clock Freq | around 14 MHz |
| Ratio of cells with drive above 1 in the final layout | between 10% and 20% |
| Fillers | between 6000 and 7000 |
| I/O Buffers | roughly 390 |
| Via Count | about 19000 |
| Site Rows | just over 90 |
| Leak pwr | roughly 13 nW |
| Hold Buf Count CTS | 0 |
| RSZ-0062 raised after global routing | yes |
| Worst vdd ir | 0.004700 mV |
| Die y size | 258.5 um |
-- what timing repair did --
| action | in CTS | in global routing |
|---|---|---|
| pin swaps | 12 | 9 |
| setup buffers | 13 | 8 |
| resized | 136 | 29 |
| endpoints found under the setup margin | 26 | 28 |
-- kinds of logic after synthesis --
kind of cell | after synthesis | share of synthesized area [%]
and+or+nand+nor | 463 | 9.789
adders and majority gates | 640 | 45.44
AOI/OAI and AO/OA | 492 | 15.43
buffers and inverters | 510 | 10.68
muxes | 286 | 18.61
xor gates and xnor gates | 1 | 0.04439
-- area by class of cell --
class / count / area share [%]
Timing Repair Buffer: 570 / 20.40
Tap cell: 855 / 4.115
Multi-Input combinational cell: 1882 / 70.23
Antenna cell: 8 / 0.07700
Inverter: 352 / 5.183
-- per-layer routing --
layer  vias up  routed length, um  global-route usage, %  part of all wire, %
li1       9090                  -                      -                    -
met1      8716              33970                  32.73                   42
met2       662              36910                  38.17                   45
met3        95               8305                  9.144                   10
met4        18               2432                  6.607                  3.0
met5         -                121                      0                 0.15
-- per-stage QoR --
step	instances	total power, mW	area (um2)
6_report	3667	0.2463	26000
5_1_grt	3664	0.2706	25990
4_1_cts	3659	0.2466	25930
3_5_place_dp	3652	0.2393	25680
3_3_place_gp	3652	0.2393	25680
2_1_floorplan	2392	0.1112	20190
-- how the worst max path moves through the flow --
stage,slack [ns],start,to,cells after the start
CTS,-8.18,operation[0],zero_flag,142
finish,-8.07,operation[0],zero_flag,142
global route,-9.08,op2[0],zero_flag,142
-- critical path: cells and delay by family --
kind | cells | cell delay [ns]
mux | 1 | 0.06
simple gates | 4 | 0.79
compound gates | 2 | 0.49
buf+inv | 6 | 0.60
fa+ha+maj | 129 | 45.40
-- power by group through the flow --
| stage | Sequential, mW | Combinational (mW) | Clock, mW |
|---|---|---|---|
| after CTS | 0 | 0.247 | 0 |
| final | 0 | 0.246 | 0.0000000280 |
| after global routing | 0 | 0.271 | 0.0000000103 |
-- Yosys cell counts, drive strengths merged, types with 7 or more instances --
cell type / count / share of area, %
ha: 512 / 32
inv: 352 / 6.7
nand2: 334 / 6.4
o21ai: 297 / 7.5
mux2i: 220 / 11
fa: 128 / 13
clkbuf: 108 / 2.1
o221ai: 68 / 3.0
mux4: 58 / 7.0
nor2: 56 / 1.1
buf: 49 / 1.9
nand4: 36 / 1.1
a21oi: 35 / 0.93
o211ai: 25 / 0.95
a21o: 19 / 0.72
a221oi: 11 / 0.55
o221a: 10 / 0.57
a221o: 8 / 0.41
mux2: 8 / 0.46
nor3: 8 / 0.20
nor4: 7 / 0.29
No activity file was given, so power comes from the tool's default toggle rates.
