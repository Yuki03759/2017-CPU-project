$ cat flow/run.sh
#!/bin/bash
# OpenROAD 26Q1-2900-gdf79404cd8, Yosys 0.63+post, stock flow scripts
make -C /OpenROAD-flow-scripts/flow DESIGN_CONFIG=/design/flow/config.mk WORK_HOME=/design/flow/orfs finish
$ cat flow/config.mk
export PLATFORM = sky130hd
export DESIGN_NAME = alu_32bitex
export DESIGN_NICKNAME = alu_32bitex
export VERILOG_FILES = /design/flow/design.v
export SDC_FILE = /design/flow/constraint.sdc
export NUM_CORES = 4
export LEC_CHECK = 1
export CORE_UTILIZATION = 30
$ cat flow/constraint.sdc
current_design alu_32bitex

set clk_period 16.5
set clk_io_pct 0.2

create_clock -name clk0 -period $clk_period

set non_clock_inputs [all_inputs -no_clocks]
set_input_delay [expr $clk_period * $clk_io_pct] -clock clk0 $non_clock_inputs
set_output_delay [expr $clk_period * $clk_io_pct] -clock clk0 [all_outputs]
$ cat flow/design.v
module OnebitALU (a, b, mode, out, cin, operation, carry_flag, zero_flag);
    input logic a;
    input logic b;
    input logic [2:0] operation;
    input logic mode;
    input logic cin;
    output logic out;
    output logic carry_flag;
    output logic zero_flag;
    logic carry_flags;
    assign x1 = a & b;  
    assign x2 = a | b;  
    assign x3 = (a ^ b);  
    assign x4 = (~ a);     
    assign z1 = ~ b;  
    assign z2 = 1'b0;  
    assign z3 = 1'b1;  
    logic  muxoutarithmetic;
    logic  logicout;
    logic faoutput;
    assign zero_flag = ~out;
    mux8to1 Arithmetic (
        .a (b),   
        .b (z1),  
        .c (z2),  
        .d (z1),  
        .e (z2),  
        .f (z3),  
        .g (b),    
        .h (1'b0),  
        .sel (operation),  
        .out (muxoutarithmetic)  
    );
    mux8to1 Logic (
        .a (x1),   
        .b (x2),  
        .c (x3),  
        .d (x4),  
        .e (1'b0),  
        .f (1'b0),  
        .g (1'b0),    
        .h (1'b0),   
        .sel (operation),  
        .out (logicout)  
    );
    fulladder FA (
        .a (a),
        .b (muxoutarithmetic),
        .c_in (cin),
        .sum (faoutput),
        .c_out (carry_flag)
    );
    mux2to1 LogicOrArithmetic (
        .a (faoutput),
        .b (logicout),
        .sel (mode),
        .out (out)
    );
endmodule
module alu_32bitex (op1, op2, mode, out, operation, carry_flag, zero_flag, sign_flag, overflow_flag);
	parameter LENGTH = 32;
    input logic [LENGTH -1:0] op1;
    input logic [LENGTH -1:0] op2;
    input logic [2:0] operation;
    input logic mode;
    output logic [LENGTH -1:0] out;
    output logic carry_flag;
    output logic zero_flag;
    output logic overflow_flag;
    output logic sign_flag;
    logic [LENGTH-1:0] carry_flagspan, zero_flagspan;
    logic carryvalid;
	logic [LENGTH-1:0] a_shift;
	assign a_shift = op1 <<< 1;
    assign zero_flag = & zero_flagspan;  
    assign sign_flag = out[LENGTH - 1];  
    assign overflow_flag = (op1[LENGTH - 1] ~^ op2[LENGTH - 1]) & (out[LENGTH - 1] ^ op1[LENGTH - 1]);  
    assign carryvalid = (~operation[0] & operation[2]) | ((operation[1] & ~operation[2]) & operation[0]);  
	logic [LENGTH-1:0] temp_out;
    logic MintermShift;
	assign MintermShift = mode & operation[2] & (~operation[1]) & operation[0];
	assign out = MintermShift ? a_shift : temp_out;
    genvar i;
    generate
        for(i = 0; i < LENGTH; i = i+1) begin: g
            if (i == 0) begin: adder
                OnebitALU alu(
                    .a(op1[i]),  
                    .b(op2[i]),  
                    .operation(operation),  
                    .mode(mode),  
                    .cin(carryvalid),  
                    .out(temp_out[i]),  
                    .carry_flag(carry_flagspan[i]),  
                    .zero_flag(zero_flagspan[i])  
                );	 
            end else begin: adder2
                OnebitALU alu(
                    .a(op1[i]),  
                    .b(op2[i]),  
                    .operation(operation),  
                    .mode(mode),  
                    .cin(carry_flagspan[i-1]),  
                    .out(temp_out[i]),  
                    .carry_flag(carry_flagspan[i]),  
                    .zero_flag(zero_flagspan[i])  
                );
            end
        end
    endgenerate
	mux2to1 CarryOutFlagSelect (
	.a (op1[LENGTH - 1]),
	.b (carry_flagspan[LENGTH - 1]),
	.sel (MintermShift),
	.out (carry_flag)
	);
endmodule
module fulladder (a,b,c_in,sum,c_out);
	input a;
	input b;
	input c_in;
	output sum;
	output c_out;
	assign sum = a ^ b ^ c_in;
	assign c_out = (a & b) | (a & c_in) | (b & c_in);
endmodule
module mux2to1 (
	input a,
	input b,
	input sel,
	output out
	);
	assign out = ((~ sel) & a) | (sel & b);
endmodule
module mux4to1(
	input logic a,
	input logic b,
	input logic c,
	input logic d,
	input logic [1:0] sel,
	output logic out
	);
	logic con1;
	logic con2;
	mux2to1 Imp1(
		.a (a),
		.b (b),
		.sel(sel[0]),
		.out(con1)
	);
	mux2to1 Imp2(
		.a (c),
		.b (d),
		.sel(sel[0]),
		.out(con2)
	);
	mux2to1 Imp3(
		.a (con1),
		.b (con2),
		.sel(sel[1]),
		.out(out)
	);
endmodule
module mux8to1 (
	input logic a,
	input logic b,
	input logic c,
	input logic d,
	input logic e,
	input logic f,
	input logic g,
	input logic h,
	input logic [2:0] sel,
	output logic out
	);
	logic con1;
	logic con2;
	mux4to1 Imp1(
		.a (a),
		.b (b),
		.c (c),
		.d (d),
		.sel (sel[1:0]),
		.out (con1)
		);
	mux4to1 Imp2(
		.a (e),
		.b (f),
		.c (g),
		.d (h),
		.sel (sel[1:0]),
		.out (con2)
		);
	mux2to1 Imp3(
		.a (con1),
		.b (con2),
		.sel (sel[2]),
		.out(out)
	);
endmodule
==> results.py <==
# Synthesis and PnR figures
metrics = {
    "cells_and_area": {
        "instances_no_fill": 998,
        "area_growth_pct": 39.6,
        "final_common_cell": "ha_1",
        "drive_gt1_share_pct": 24.6,
        "flop_area_um2": 0,
        "fin_area_um2": 7100,
        "flops": 0,
        "clockBufferCount": 0,
        "final_cell_mix": "125 x ha_1, 103 x inv_1, 90 x clkdlybuf4s50_1",
    },
    "global_routing": {
        "track_usage_pct": 17.9,
        "met1_usage_pct": 27.4,
        "met2_usage_pct": 29.7,
        "grt_max_degree": 68,
        "grt-ovfl-total": 0,
        "grt_pass1_vias": 4602,
        "antenna_found_initial": 0,
        "grt_pass1_wl_um": 24500,
        "gr-max-usage-layer": "met2",
        "use_met3_pct": 1.02,
    },
    "logic_synthesis": {
        "top_area_cell": "ha_1",
        "ys_area_um2": 5090,
        "syn_inst": 621,
        "topCellsByArea": "ha_1 31%, fa_1 13%, mux4_2 9.3%",
        "ys_seq_share_pct": 0,
        "synth_warnings": 7,
        "yosysUniqueCellTypes": 42,
        "syn_area_um2": 5090,
        "ys_cells": 621,
        "yosys.area.top_type_share_pct": 31.5,
        "syn_avg_cell_area_um2": 8.19,
    },
    "power_and_ir_drop": {
        "ir_worst_vdd_mv": 0.0123,
        "cellPowerDensity_nw_per_um2": 34.2,
        "p_total_uw": 243,
        "power.leakage_nw": 3.49,
    },
    "placement": {
        "post-dp-hpwl_um": 11600,
        "dpl_cell_area_um2": 6920,
        "gp_congestion": 0.873,
        "numPortBuffers": 104,
        "dp.cells": 988,
    },
    "worst_setup_path": {
        "crit_top_cell": "fa_2",
        "critPathLaunchType": "input pin",
        "crit_type": "in2out",
        "critPathBufInv": 8,
        "cp-end-kind": "output pin",
        "critical_path.max_fanout": 2,
        "slowest_delay_ns": 0.42,
        "cp_slowest_cell": "fa_1",
        "cp.required_ns": 13.20,
        "crit_family": "adder cells",
        "crit_path_start": "op2[0]",
        "cp.arrival_ns": 16.50,
    },
    "detailed_routing": {
        "insertedDiodeCount": 0,
        "postRouteAntennaNets": 0,
        "drt_iter0_markers": 219,
        "vias": 4721,
        "routed_wl_um": 14700,
        "wl_per_cell_um": 14.8,
        "vias_per_cell": 4.73,
        "firstDrtPassIters": 4,
        "drc": 0,
    },
    "floorplan": {
        "die_area_um2": 17500,
        "initCoreUtil_pct": 30.7,
        "pin_count": 104,
        "core_area_um2": 16600,
        "die_h_um": 132,
        "rows": 47,
        "die_w_um": 132,
    },
    "timing": {
        "min_period_ns": 19.80,
        "hold_viol": 0,
        "holdWs_ns": 7.29,
        "relSlewSlack_pct": 54.1,
        "tns_ns": -27.67,
        "rsz0062_at_grt": "true",
        "fmax_mhz": 50.5,
        "fin_ws_ns": -3.30,
        "worst_slew_pin_slew_ns": 0.688,
        "setup_viol": 13,
        "finalCritPeriodShare_pct": 120,
        "slew_violations": 0,
    },
    "flow_run": {
        "maxCapViolations": 0,
        "tool_warnings": 99,
    },
    "outcome": {
        "status": "finished with violations",
        "failed_checks": "setup timing",
    },
    "hold_path": {
        "min-delay-start": "op1[26]",
        "min_path_type": "in2out",
    },
    "clock_network": {
        "ctsHoldBuffers": 0,
    },
}
final cells by class:
type               instances  area (um^2)
well taps                220          275
inverters                109          424
fillers                 1613         9480
multi-input cells        473         4640
repair buffers           196         1760
routing by layer:
| layer | wire length, um | vias up |
|---|---|---|
| met5 | 0 | - |
| met4 | 96 | 0 |
| met3 | 635 | 6 |
| met2 | 6860 | 111 |
| met1 | 7160 | 2185 |
| li1 | - | 2419 |
kinds of logic after synthesis:
family | synth area share (%)
AOI/OAI and AO/OA | 14.5
adders and majority gates | 44.1
and+or+nand+nor | 14.9
muxes | 14.3
buffers and inverters | 12.1
xor gates and xnor gates | 0.172
metrics by stage:
step | worst slack, ns | util (%)
after floorplan | -2.90 | -
after global placement | -4.06 | 41.7
after detailed placement | -4.15 | 41.7
after CTS | -3.81 | 42.5
after global routing | -3.75 | 42.8
final | -3.30 | 42.8
timing repair:
item	in CTS	in global routing
hold endpoints to repair	0	0
resized	50	13
buffers inserted	8	5
endpoints found under the setup margin	15	16
pin swaps	43	27
path summary, 6_finish.rpt:
path / end / slack (ns) / depth (start not counted)
max: zero_flag / -3.30 / 45
min: out[27] / 7.29 / 4
power breakdown:
| group | leakage (nW) | total [mW] | internal (mW) | switching (mW) |
|---|---|---|---|---|
| clock | 0 | 0 | 0 | 0 |
| sequential | 0 | 0 | 0 | 0 |
| combinational | 3.49 | 0.243 | 0.137 | 0.106 |
| total | 3.49 | 0.243 | 0.137 | 0.106 |
cells in the mapped netlist (all sizes together) (2+ instances only):
master    n
mux2i    23
inv     109
clkbuf   20
a211oi    2
o21ai    47
nor2b    35
a21oi    10
fa       32
o221ai   11
nand4     3
nor2     16
nand2    78
buf      19
o221a    12
a21o     10
o22ai     3
mux2      2
mux4     21
ha      128
and4      2
nand3    15
o211ai    7
a221oi    4
nor4      3
Power and IR drop assume default switching activity.
